==> ./design.v <==
module byte_to_bcd(
input [7:0] dado_byte,
output reg[3:0] centenas,
output reg[3:0] dezenas,
output reg[3:0] unitarios);
integer i;
always @(dado_byte)
begin
	centenas = 4'd0;
	dezenas = 4'd0;
	unitarios = 4'd0;
	for(i=7; i>=0; i=i-1)
	begin
		if(centenas>=5)
			centenas = centenas + 4'd3;
		if(dezenas>=5)
			dezenas = dezenas + 4'd3;
		if(unitarios>=5)
			unitarios = unitarios + 4'd3;
		centenas = centenas << 1;
		centenas[0] = dezenas[3];
		dezenas = dezenas << 1;
		dezenas[0] = unitarios[3];
		unitarios = unitarios << 1;
		unitarios[0] = dado_byte[i];
	end
end
endmodule 
==> ./run.sh <==
#!/bin/bash
# OpenROAD 26Q1-2900-gdf79404cd8, Yosys 0.63+post, stock flow scripts
make -C /OpenROAD-flow-scripts/flow DESIGN_CONFIG=/design/flow/config.mk WORK_HOME=/design/flow/orfs finish
==> ./config.mk <==
export PLATFORM = sky130hd
export DESIGN_NAME = byte_to_bcd
export DESIGN_NICKNAME = byte_to_bcd
export VERILOG_FILES = /design/flow/design.v
export SDC_FILE = /design/flow/constraint.sdc
export NUM_CORES = 4
export LEC_CHECK = 1
export CORE_AREA = 10 10 70 70
export DIE_AREA = 0 0 80 80
==> ./constraint.sdc <==
current_design byte_to_bcd

set clk_period 5.3
set clk_io_pct 0.2

create_clock -name clk0 -period $clk_period

set non_clock_inputs [all_inputs -no_clocks]
set_input_delay [expr $clk_period * $clk_io_pct] -clock clk0 $non_clock_inputs
set_output_delay [expr $clk_period * $clk_io_pct] -clock clk0 [all_outputs]
==> impl_report.txt <==
==== FLOW RESULTS ====
----------------------------------------------------
[Floorplan]
  Area of the die ........................ 6400 um^2
  Top-level I/O count ........................ 20
  Core Area ........................ 3420 um^2
  Die extent in y ........................ 80 um
  Horizontal die size ........................ 80 um
  Total number of placement rows ........................ 21
  Fraction of the core area occupied by cells at floorplan ........................ 0.279

[Critical path]
  Data arrival time of the critical path ........................ 4830 ps
  WS Path Type ........................ primary input to primary output
  Crit-path max FO ........................ 4
  Cell chain of the critical path ........................ buf_8, clkinvlp_4, ha_4, inv_2, ha_4, a21oi_4, xnor2_2, ha_2, and2b_2, or4_4, o2111ai_4, ha_2, or2b_4, o2bb2ai_4, o31a_1, nor3_4, or2_4, buf_6, or3_1, o21ai_1, a221o_1, buf_2
  Maximum cell stage delay along the critical path ........................ 440 ps
  Critical path buffers and inverters ........................ 5
  Worst Path Required ........................ 4240 ps
  Critical path's slowest cell ........................ sky130_fd_sc_hd__or4_4
  Critical path startpoint category ........................ primary input
  Kind of cell with the highest combined delay on the critical path ........................ simple AND/OR/NAND/NOR gates
  Element type at the critical path end ........................ primary output

[Placement]
  Number of I/O port buffers ........................ 16
  Placed wire-length estimate after detailed placement ........................ 2120 um
  Final weighted congestion of routability-driven global placement ........................ 0.995
  Post-placement cell area ........................ 1460 um^2

[Hold path]
  Worst min-delay path class ........................ primary input to primary output

[Timing]
  Final Hold Fails ........................ 0
  Final setup fails ........................ 9
  Slew Limit Fails ........................ 0
  RSZ-0062 raised after global routing ........................ yes
  Final Critical Period ........................ 5890 ps
  Worst setup margin ........................ -590 ps
  Remaining max-slew budget at the tightest pin ........................ 0.608
  Highest attainable clock frequency ........................ 0.170 GHz
  Period Utilization, post-route ........................ 1.11
  Pin slew with the least headroom to its limit ........................ approximately 600 ps

[Final layout]
  Area growth from synthesis to layout ........................ 95.8%
  Registers ........................ 0
  Final-layout clock buffer total ........................ 0
  Filler Cells Inserted ........................ around 280
  FF/Latch Area ........................ 0 um^2
  Design area ........................ 1860 um^2
  Final design utilization ........................ 0.546
  Fraction of layout instances using a drive strength above 1 ........................ 0.593

[Yosys]
  Synthesized area per cell ........................ about 7 um^2
  Portion of synthesized cell area occupied by the leading cell type ........................ 0.118
  Yosys cell count ........................ 135
  Synth warnings ........................ 1
  Most common cell in the netlist ........................ sky130_fd_sc_hd__nor2_1
  Most frequent cells after synthesis ........................ 14 x sky130_fd_sc_hd__nor2_1, 10 x sky130_fd_sc_hd__a21oi_1, 9 x sky130_fd_sc_hd__ha_1, 9 x sky130_fd_sc_hd__inv_1
  Chip area in the Yosys report ........................ 952 um^2
  Post-synth design cell area ........................ 952 um^2
  Number of cells produced by synthesis ........................ 135
  Cell accounting for the most synthesized area ........................ sky130_fd_sc_hd__ha_1
  Cell area leaders ........................ sky130_fd_sc_hd__ha_1 12%, sky130_fd_sc_hd__nor2_1 5.5%, sky130_fd_sc_hd__a21oi_1 5.3%, sky130_fd_sc_hd__mux2i_1 4.2%, sky130_fd_sc_hd__inv_1 3.5%
  Sequential share of the synthesized area ........................ 0
  Tally of unique sky130hd cells used after synthesis ........................ 60

[Status]
  Run status ........................ finished with violations
  Violated checks ........................ negative setup slack

[Route]
  Initial drt markers ........................ 43
  Wire length after detailed routing ........................ 3190 um
  Vias after detailed routing ........................ around 1300
  Routed len/inst ........................ 12.8 um
  DRC errors left ........................ 0
  Number of vias per cell ........................ 5.20
  Antenna viol nets, final ........................ 0
  Drt first pass iters ........................ 6
  Antenna diode count ........................ 0

[Job]
  Max capacitance violation total ........................ 0
  Number of logged tool warnings ........................ 38

[GRT]
  Overall track demand over capacity in global routing ........................ 0.0943
  Global-route wire length before repair ........................ approximately 5400 um
  Maximum number of pins on one net before global-route repair ........................ 13
  Global route overflow ........................ 0
  Vias in the first global route ........................ 1227
  Antenna violations before repair ........................ 0

[Power]
  VDD IR-drop max ........................ 0.0953 mV
  Areal power density over the cells ........................ 243 nW/um^2
  Leakage power summed over all cells ........................ 0.810 nW

[Clocking]
  Hold buffer count at CTS ........................ 0

----------------------------------------------------
==> area by class of cell <==
class	count	area (um^2)	share of cell area
Tap cell	46	57.6	0.0309
Multi-Input combinational cell	120	1170	0.626
Inverter	9	40.0	0.0215
Timing Repair Buffer	75	599	0.321
==> worst paths after layout <==
kind | slack [ps] | to | depth (start not counted) | from
worst max-delay path | -590 | unitarios[1] | 22 | dado_byte[5]
worst min-delay path | 2120 | unitarios[0] | 0 | dado_byte[0]
==> power breakdown <==
group | leakage, nW | switching (mW) | internal, mW | total, mW
combinational | 0.810 | 0.202 | 0.251 | 0.452
clock | 0 | 0 | 0 | 0
sequential | 0 | 0 | 0 | 0
==> logic make-up after synthesis <==
kind of cell               synth area share
AOI/OAI and AO/OA                     0.384
xor gates and xnor gates             0.0447
adders and majority gates             0.118
buffers and inverters                0.0841
muxes                                0.0565
other                               0.00394
and+or+nand+nor                       0.309
==> routing by layer <==
layer  global-route usage  routed length [um]
met5                    0                   0
met3              0.00795                 163
met1                0.140                1500
met4                    0                   0
met2                0.152                1530
==> stage by stage <==
stage / TNS, ps / power (mW) / std cells / hold slack (ps) / worst slack, ps
2_1_floorplan: -2250 / 0.190 / 136 / 2190 / -313
4_1_cts: -4580 / 0.425 / 247 / 2120 / -636
5_1_grt: -6180 / 0.495 / 250 / 2120 / -785
3_3_place_gp: -11280 / 0.325 / 227 / 2120 / -1360
3_5_place_dp: -12170 / 0.331 / 227 / 2120 / -1460
6_report: -4360 / 0.452 / 250 / 2120 / -590
==> what timing repair did <==
item                       CTS  global route
pin swaps                   30            20
gates resized               90             7
setup endpoints to repair    9             9
setup buffers               20             3
==> cell usage in the layout, fill, tap and decap left out, types with 3 or more instances in the layout <==
master and instances:
sky130_fd_sc_hd__a21o_1 4, sky130_fd_sc_hd__a21oi_1 5, sky130_fd_sc_hd__a21oi_4 4, sky130_fd_sc_hd__buf_2 8, sky130_fd_sc_hd__buf_4 51, sky130_fd_sc_hd__buf_6 10
sky130_fd_sc_hd__clkdlybuf4s50_1 4, sky130_fd_sc_hd__ha_2 6, sky130_fd_sc_hd__ha_4 3, sky130_fd_sc_hd__inv_1 6, sky130_fd_sc_hd__mux2i_1 4, sky130_fd_sc_hd__nand2_1 5
sky130_fd_sc_hd__nand3_1 3, sky130_fd_sc_hd__nand4_1 3, sky130_fd_sc_hd__nor2_1 9, sky130_fd_sc_hd__nor2_4 4, sky130_fd_sc_hd__o21ai_0 5, sky130_fd_sc_hd__o21ai_1 5
Power is estimated from default activity; no workload was simulated.
